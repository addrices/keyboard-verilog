**/design/flow/config.mk**
```make
export PLATFORM = sky130hd
export DESIGN_NAME = keyboard
export DESIGN_NICKNAME = keyboard
export VERILOG_FILES = /design/flow/design.v
export SDC_FILE = /design/flow/constraint.sdc
export NUM_CORES = 4
export LEC_CHECK = 1
export CORE_UTILIZATION = 40
```
**/design/flow/constraint.sdc**
```tcl
current_design keyboard

set clk_period 5.5
set clk_io_pct 0.2

create_clock -name clk0 -period $clk_period [get_ports {clk}]

set non_clock_inputs [all_inputs -no_clocks]
set_input_delay [expr $clk_period * $clk_io_pct] -clock clk0 $non_clock_inputs
set_output_delay [expr $clk_period * $clk_io_pct] -clock clk0 [all_outputs]
```
**/design/flow/design.v**
```verilog
`timescale 1ns / 1ps
module keyboard(
  input clk,
  input clrn,
  input ps2_clk,
  input ps2_data,
  output [7:0] code,
  input out_ready,
  output out_valid,
  input of_clear,
  output of);
  (*mark_debug = "true"*)reg [7:0] data_buffer [3:0];
  (*mark_debug = "true"*)reg [1:0] wptr_r, rptr_r;
  (*mark_debug = "true"*)wire kb_out_valid;
  (*mark_debug = "true"*)wire kb_out_ready;
  (*mark_debug = "true"*)wire [7:0] data;
  (*mark_debug = "true"*)reg [7:0] tmp_code_r;
  (*mark_debug = "true"*)wire full = wptr_r + 2'b1 == rptr_r;
  (*mark_debug = "true"*)wire kb_overflow;
  (*mark_debug = "true"*)wire empty = wptr_r == rptr_r;
  ps2_keyboard keyboard(.clk(clk),.clrn(clrn),.ps2_clk(ps2_clk),.ps2_data(ps2_data),.data(data),.out_valid(kb_out_valid),.out_ready(kb_out_ready),.overflow(kb_overflow),.of_clear(of_clear));
  always@(posedge clk) begin
    if(clrn == 0) begin
      wptr_r <= 0;
      rptr_r <= 0;
      tmp_code_r <= 0;
    end
    else begin
      if(kb_out_valid && kb_out_ready)begin
        if(full == 0) begin
          if(data == 8'hf0)begin
            data_buffer[wptr_r] <= tmp_code_r; 
            wptr_r <= wptr_r + 1;
          end
          else begin
            tmp_code_r <= data;
          end
        end
      end
    end
    if(out_valid && out_ready) begin
      rptr_r = rptr_r + 1;
    end
  end
  assign kb_out_ready = full == 0 && clrn == 1;
  assign out_valid = !empty;
  assign of = kb_overflow;
  assign code = data_buffer[rptr_r];
endmodule
module ps2_keyboard(clk,
                    clrn,
                    ps2_clk,
                    ps2_data,
                    data,
                    out_valid,
                    out_ready,
                    overflow,
                    of_clear);
  input clk,clrn,ps2_clk,ps2_data; 
  input out_ready,of_clear; 
  (*mark_debug = "true"*)output [7:0] data;
  (*mark_debug = "true"*)output reg out_valid;
  output reg overflow;  
  (*mark_debug = "true"*)reg [9:0] buffer;  
  reg [7:0] fifo[7:0];  
  (*mark_debug = "true"*)reg [2:0] w_ptr,r_ptr;  
  (*mark_debug = "true"*)reg [3:0] count;  
  (*mark_debug = "true"*)reg [2:0] ps2_clk_sync;
  always @(posedge clk) begin
    ps2_clk_sync <= {ps2_clk_sync[1:0],ps2_clk};
  end
  (*mark_debug = "true"*)wire sampling = ps2_clk_sync[2] & ~ps2_clk_sync[1];
  always @(posedge clk) begin
    if (clrn == 0) begin  
      count <= 0; w_ptr <= 0; r_ptr <= 0; overflow <= 0; out_valid<= 0;
    end
    else begin
      if (out_valid) begin  
        if(out_ready == 1'b1)  
        begin
          r_ptr <= r_ptr + 3'b1;
          if(w_ptr==(r_ptr+1'b1))  
            out_valid <= 1'b0;
        end
      end
      if (sampling) begin
        if (count == 4'd10) begin
          if ((buffer[0] == 0) && (ps2_data) && (^buffer[9:1])) begin  
            fifo[w_ptr] <= buffer[8:1];  
            w_ptr <= w_ptr+3'b1;
            out_valid <= 1'b1;
            overflow <= overflow | (r_ptr == (w_ptr + 3'b1));
          end
          count <= 0;  
        end
        else begin
          buffer[count] <= ps2_data;  
          count <= count + 3'b1;
        end
      end
      else if(of_clear == 1) begin
        overflow <= 0;
      end
    end
  end
  assign data = fifo[r_ptr];  
 endmodule
```
**/design/flow/run.sh**
```bash
#!/bin/bash
# OpenROAD 26Q1-2900-gdf79404cd8, Yosys 0.63+post, stock flow scripts
make -C /OpenROAD-flow-scripts/flow DESIGN_CONFIG=/design/flow/config.mk WORK_HOME=/design/flow/orfs finish
```
==> impl_metrics.tcl <==
# yosys + openroad results
set metrics [dict create \
    status "completed" \
    critical_path.endpoint_type "output pin" \
    dr_total_vias 3033 \
    p_leak_nw 2.362 \
    grt_usage_pct 16.33 \
    yosysTopAreaCellShare_pct 55.13 \
    postCtsHoldBufs 0 \
    cap_violations 0 \
    final-setup-viol-count 0 \
    grt_antenna_before_repair 0 \
    clock_sinks 138 \
    drive_above_1_share_pct 16.62 \
    root_buffer "clkbuf_16" \
    finish.utilization_pct 47.88 \
    grt_max_degree 29 \
    yosys-stat-area_um2 5883 \
    ys_seq_share_pct 65.33 \
    antennaDiodeCount 0 \
    worst_slew_pin_slew_ns 0.8434 \
    grt_pass1_vias 3214 \
    crit_arrival_ns 2.09 \
    portBuffers 15 \
    areaGrowthSynthToFinish_pct 14.72 \
    cts_setup_buffers 0 \
    initial_core_util_pct 41.74 \
    post-dp-hpwl_mm 6.910 \
    drt_iter0_drc 165 \
    warning_count 32 \
    syn_avg_cell_area_um2 16.16 \
    maxSlewViolCount 0 \
    fmax_ghz 0.3135 \
    coreArea_um2 14100 \
    cts_buffer_depth 2 \
    place.gp.congestion 0.7962 \
    path_clk_slew_ns 0.06 \
    hp-class "reg2reg" \
    lay_top_cells "edfxtp_1 (108), nand2_1 (33), dfxtp_1 (30)" \
    largest_area_cell "edfxtp_1" \
    yosysWarnings 2 \
    peakVddDrop_v 0.0002240 \
    syn-cell-area_um2 5883 \
    cp-start-kind "flop" \
    critPathRequiredTime_ns 4.40 \
    synth-async-reset-ratio_pct 0 \
    yosysUniqueCellTypes 49 \
    drc_errors 0 \
    die_x_um 123.3 \
    die_y_um 123.3 \
    hold_viol_final 0 \
    cts_resized 0 \
    grt_pass1_wl_mm 17.08 \
    synth_cells 364 \
    period_needed_ns 3.190 \
    viasPerCell 5.256 \
    gr-total-overflow 0 \
    synth-cells-yosys 364 \
    cts_buffers 17 \
    finClkSkew_ns 0.006180 \
    ys.flops 138 \
    crit_fanout 8 \
    routedWlPerCell_um 18.23 \
    power.density_nw_per_um2 335.8 \
    lay_top_count "edfxtp_1" \
    rows 43 \
    setup_tns_ns 0 \
    worstSkewPairLatency_ns 0.41 \
    ios 16 \
    flop_cell "edfxtp_1" \
    topCellsByArea "edfxtp_1 (55%), dfxtp_1 (10%), mux4_1 (7.1%), mux4_2 (3.1%), ha_1 (2.3%)" \
    slew-limit-headroom_pct 43.56 \
    finalWirelength_mm 10.52 \
    postRouteAntennaNets 0 \
    path_class "reg2out" \
    cts_tree "built" \
    period_used_pct 57.99 \
    grt_setup_unrepaired "no" \
    htreeDepth 4 \
    die-area_um2 15200 \
    edf_count 108 \
    drt-pass1-iter-count 5 \
]
[sequential cells by signal (all words and copies together) (netlist names), named ones only]
name / count
keyboard.ps2_clk_sync: 3
wptr_r: 2
keyboard.fifo: 64
keyboard.buffer: 10
tmp_code_r: 8
rptr_r: 2
keyboard.overflow: 1
data_buffer: 32
keyboard.w_ptr: 3
keyboard.r_ptr: 3
keyboard.count: 4
keyboard.out_valid: 1
[logic make-up after synthesis]
family | after synthesis | share of synthesized area (%)
AOI/OAI and AO/OA | 35 | 4.572
xor gates and xnor gates | 21 | 3.360
adders and majority gates | 11 | 2.339
buffers and inverters | 28 | 2.339
DFF | 138 | 65.33
muxes | 44 | 13.85
and+or+nand+nor | 87 | 8.210
[cell type report]
cell class / instances / area (um^2)
repair buffers: 21 / 195.2
clock inverters: 14 / 123.9
flip-flops and latches: 138 / 3844
clock buffers: 18 / 429.2
inverters: 8 / 30.03
well taps: 180 / 225.2
multi-input cells: 198 / 1902
fillers: 1213 / 7347
[synthesized netlist by cell type, types with 9 or more instances]
master and number:
mux4_1 16, nand2_1 33, ha_1 11, edfxtp_1 108
nor2_1 15, mux2i_1 9, xnor2_1 11, dfxtp_1 30
clkbuf_1 13, mux2_2 11, xor2_1 9
[worst max-delay path, stage by stage (launching register included)]
cell             delay [ns]
dfxtp_1                0.67
mux4_2                 0.56
clkdlybuf4s50_1        0.44
[metal layers]
layer	vias to the layer above	share of wire, %	GRT usage, %
li1	1457	-	-
met3	11	7.1	7.109
met5	-	0	1.736
met4	0	1.5	2.410
met1	1491	44	24.34
met2	74	47	24.30
[stage by stage]
stage | hold WS, ns | setup slack (ns) | std cells | power (mW) | area (um^2)
after floorplan | 0.3096 | 2.135 | 364 | 1.207 | 5883
after global placement | 0.3134 | 2.327 | 545 | 1.242 | 6196
after detailed placement | 0.3132 | 2.317 | 545 | 1.243 | 6196
after CTS | 0.3264 | 2.255 | 577 | 2.287 | 6749
after global routing | 0.3423 | 2.169 | 577 | 2.346 | 6749
final | 0.3242 | 2.310 | 577 | 2.266 | 6749
[report_power, final]
part | switching (mW) | internal, mW
clock network | 0.425 | 0.621
logic | 0.0307 | 0.0475
registers | 0.0192 | 1.12
total | 0.474 | 1.79
[final timing paths]
check	from	end	slack, ns	depth (start not counted)
setup / recovery	flop	code[6]	2.31	2
hold / removal	keyboard.ps2_clk_sync[0]	keyboard.ps2_clk_sync[1]	0.32	0
setup reg to reg	flop	data_buffer[0][3]	2.57	5
hold reg to reg	keyboard.ps2_clk_sync[0]	keyboard.ps2_clk_sync[1]	0.32	0
No activity file was given, so power comes from the tool's default toggle rates.
